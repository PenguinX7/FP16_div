==> ./design.v <==
`timescale 1ns / 1ps
module FP16_div(
    input data_dividend,
    input data_divisor,
    input input_valid,
    input clk,
    input rst,
    output data_q,
    output output_update,
    output idle
    );
    wire [15:0]data_dividend;
    wire [15:0]data_divisor;
    wire input_valid;
    wire clk;
    wire rst;
    reg [15:0]data_q;
    reg output_update;
    reg idle;
    reg [2:0]state;
    reg overflow;
    reg sign_x;
    reg sign_d;
    reg sign_q;
    reg signed [6:0]exp_x;
    reg signed [6:0]exp_d;
    reg signed [6:0]exp_q;
    reg [44:0]rm_x;
    wire [44:0]rm_x_cache1;
    wire [44:0]rm_x_cache2;
    reg [43:0]rm_d;
    reg [11:0]rm_q;
    reg [11:0]rm_q_cache;
    reg round_flag;
    reg [5:0]n;
    reg debug;
    assign rm_x_cache1 = rm_x << 1;
    assign rm_x_cache2 = rm_x[44] ? rm_x_cache1 + rm_d : rm_x_cache1 - rm_d;
    always@(posedge clk or posedge rst) begin        
        if(rst) begin
            state <= 3'd0;
        end
        else    begin
            case (state)
                3'd0 : begin                
                    if(input_valid)
                        state <= 1;
                    else
                        state <= 0;
                end
                3'd1 : begin                
                    if(overflow)
                        state <= 6;
                    else
                        state <= 2;
                end
                3'd2 : begin                
                    if(n == 0)
                        state <= 3;
                    else
                        state <= 2;
                end
                3'd3 : state <= 4;          
                3'd4 : state <= 5;          
                3'd5 : state <= 6;          
                3'd6 : state <= 0;          
            endcase
        end
    end
    always@(posedge clk)    begin
      if(rst)   begin
        output_update <= 1'b0;
        idle <= 1'b0;
        data_q <= 16'h0000;
        overflow <= 1'b0;
        sign_x <= 1'b0;
        sign_d <= 1'b0;
        exp_x <= 0;
        exp_d <= 0;
        rm_d <= 44'd0;
        rm_x <= 45'd0;
        round_flag <= 1'b0;
        n <= 6'd32;
      end
      else  begin
        case(state)
            3'd0 : begin
                output_update <= 1'b0;
                if(input_valid) begin
                    idle <= 1'b0;
                    sign_x <= data_dividend[15];
                    rm_x <= data_dividend[9:0];
                    if(data_dividend[14:10] == 5'd0)    begin
                        if(data_dividend[9:0] == 10'd0) begin    
                            exp_x <= data_dividend[14:10];
                            rm_x[10] <= 1'b0;
                        end
                        else    begin                            
                            exp_x <= 7'd1;
                            rm_x[10] <= 1'b0;
                        end
                    end
                    else    begin                                
                        exp_x <= data_dividend[14:10];
                        rm_x[10] <= 1'b1;
                    end
                    sign_d <= data_divisor[15];
                    rm_d  <= data_divisor[9:0];
                    if(data_divisor[14:10] == 5'd0)    begin
                        if(data_divisor[9:0] == 10'd0) begin    
                            exp_d <= data_divisor[14:10];
                            rm_d[10] <= 1'b0;
                            overflow <= 1'b1;
                        end
                        else    begin                            
                            exp_d <= 7'd1;
                            rm_d[10] <= 1'b0;
                            overflow <= 1'b0;
                        end
                    end
                    else    begin                                
                        exp_d <= data_divisor[14:10];
                        rm_d[10] <= 1'b1;
                        overflow <= 1'b0;
                    end
                end
                else    begin
                    idle <= 1'b1;
                    sign_x <= sign_x;
                    exp_x <= exp_x;
                    rm_x <= rm_x;
                    sign_d <= sign_d;
                    exp_d <= exp_d;
                    rm_d <= rm_d;
                    overflow <= overflow;
                end
            end
            3'd1 : begin
                exp_q <= exp_x - exp_d + 15;
                sign_q <= sign_x ^ sign_d;
                rm_x <= rm_x << 22;
                rm_d <= rm_d << 33;
                n <= 6'd32;
            end
            3'd2 : begin
                rm_x[44:1] <= rm_x_cache2[44:1];
                rm_x[0] <= ~rm_x_cache2[44];
                n <= n - 1;
            end
            3'd3 : begin
                casex(rm_x[32:0])
                    33'b1_xxxx_xxxx_xxxx_xxxx_xxxx_xxxx_xxxx_xxxx :begin
                        rm_q <= rm_x[32:22];
                        round_flag <= rm_x[21];
                        exp_q <= exp_q + 10;
                    end
                    33'b0_1xxx_xxxx_xxxx_xxxx_xxxx_xxxx_xxxx_xxxx :begin
                        rm_q <= rm_x[31:21];
                        round_flag <= rm_x[20];
                        exp_q <= exp_q + 9;
                    end
                    33'b0_01xx_xxxx_xxxx_xxxx_xxxx_xxxx_xxxx_xxxx :begin
                        rm_q <= rm_x[30:20];
                        round_flag <= rm_x[19];
                        exp_q <= exp_q + 8;
                    end
                    33'b0_001x_xxxx_xxxx_xxxx_xxxx_xxxx_xxxx_xxxx :begin
                        rm_q <= rm_x[29:19];
                        round_flag <= rm_x[18];
                        exp_q <= exp_q + 7;
                    end
                    33'b0_0001_xxxx_xxxx_xxxx_xxxx_xxxx_xxxx_xxxx :begin
                        rm_q <= rm_x[28:18];
                        round_flag <= rm_x[17];
                        exp_q <= exp_q + 6;
                    end
                    33'b0_0000_1xxx_xxxx_xxxx_xxxx_xxxx_xxxx_xxxx :begin
                        rm_q <= rm_x[27:17];
                        round_flag <= rm_x[16];
                        exp_q <= exp_q + 5;
                    end
                    33'b0_0000_01xx_xxxx_xxxx_xxxx_xxxx_xxxx_xxxx :begin
                        rm_q <= rm_x[26:16];
                        round_flag <= rm_x[15];
                        exp_q <= exp_q + 4;
                    end
                    33'b0_0000_001x_xxxx_xxxx_xxxx_xxxx_xxxx_xxxx :begin
                        rm_q <= rm_x[25:15];
                        round_flag <= rm_x[14];
                        exp_q <= exp_q + 3;
                    end
                    33'b0_0000_0001_xxxx_xxxx_xxxx_xxxx_xxxx_xxxx :begin
                        rm_q <= rm_x[24:14];
                        round_flag <= rm_x[13];
                        exp_q <= exp_q + 2;
                    end
                    33'b0_0000_0000_1xxx_xxxx_xxxx_xxxx_xxxx_xxxx :begin
                        rm_q <= rm_x[23:13];
                        round_flag <= rm_x[12];
                        exp_q <= exp_q + 1;
                    end
                    33'b0_0000_0000_01xx_xxxx_xxxx_xxxx_xxxx_xxxx :begin
                        rm_q <= rm_x[22:12];
                        round_flag <= rm_x[11];
                        exp_q <= exp_q;
                    end
                    33'b0_0000_0000_001x_xxxx_xxxx_xxxx_xxxx_xxxx :begin
                        rm_q <= rm_x[21:11];
                        round_flag <= rm_x[10];
                        exp_q <= exp_q - 1;
                    end
                    33'b0_0000_0000_0001_xxxx_xxxx_xxxx_xxxx_xxxx :begin
                        rm_q <= rm_x[20:10];
                        round_flag <= rm_x[9];
                        exp_q <= exp_q - 2;
                    end
                    33'b0_0000_0000_0000_1xxx_xxxx_xxxx_xxxx_xxxx :begin
                        rm_q <= rm_x[19:9];
                        round_flag <= rm_x[8];
                        exp_q <= exp_q - 3;
                    end
                    33'b0_0000_0000_0000_01xx_xxxx_xxxx_xxxx_xxxx :begin
                        rm_q <= rm_x[18:8];
                        round_flag <= rm_x[7];
                        exp_q <= exp_q - 4;
                    end
                    33'b0_0000_0000_0000_001x_xxxx_xxxx_xxxx_xxxx :begin
                        rm_q <= rm_x[17:7];
                        round_flag <= rm_x[6];
                        exp_q <= exp_q - 5;
                    end
                    33'b0_0000_0000_0000_0001_xxxx_xxxx_xxxx_xxxx :begin
                        rm_q <= rm_x[16:6];
                        round_flag <= rm_x[5];
                        exp_q <= exp_q - 6;
                    end
                    33'b0_0000_0000_0000_0000_1xxx_xxxx_xxxx_xxxx :begin
                        rm_q <= rm_x[15:5];
                        round_flag <= rm_x[4];
                        exp_q <= exp_q - 7;
                    end
                    33'b0_0000_0000_0000_0000_01xx_xxxx_xxxx_xxxx :begin
                        rm_q <= rm_x[14:4];
                        round_flag <= rm_x[3];
                        exp_q <= exp_q - 8;
                    end
                    33'b0_0000_0000_0000_0000_001x_xxxx_xxxx_xxxx :begin
                        rm_q <= rm_x[13:3];
                        round_flag <= rm_x[2];
                        exp_q <= exp_q - 9;
                    end
                    33'b0_0000_0000_0000_0000_0001_xxxx_xxxx_xxxx :begin
                        rm_q <= rm_x[12:2];
                        round_flag <= rm_x[1];
                        exp_q <= exp_q - 10;
                    end
                    33'b0_0000_0000_0000_0000_0001_xxxx_xxxx_xxxx :begin
                        rm_q <= rm_x[11:1];
                        round_flag <= rm_x[0];
                        exp_q <= exp_q - 11;
                    end
                    default : begin
                        rm_q <= 12'd0;
                        round_flag <= 1'b0;
                        exp_q <= 0;
                    end
                endcase
            end
            3'd4 : begin
                if(exp_q < 1)   begin
                    case(exp_q) 
                        0 : begin
                            round_flag <= exp_q[0];
                            rm_q <= rm_q >> 1;
                        end
                        -1 : begin
                            round_flag <= exp_q[1];
                            rm_q <= rm_q >> 2;
                        end
                        -2 : begin
                            round_flag <= exp_q[2];
                            rm_q <= rm_q >> 3;
                        end
                        -3 : begin
                            round_flag <= exp_q[3];
                            rm_q <= rm_q >> 4;
                        end
                        -4 : begin
                            round_flag <= exp_q[4];
                            rm_q <= rm_q >> 5;
                        end
                        -5 : begin
                            round_flag <= exp_q[5];
                            rm_q <= rm_q >> 6;
                        end
                        -6 : begin
                            round_flag <= exp_q[6];
                            rm_q <= rm_q >> 7;
                        end
                        -7 : begin
                            round_flag <= exp_q[7];
                            rm_q <= rm_q >> 8;
                        end
                        -8 : begin
                            round_flag <= exp_q[8];
                            rm_q <= rm_q >> 9;
                        end
                        -9 : begin
                            round_flag <= exp_q[9];
                            rm_q <= rm_q >> 10;
                        end
                        -10 : begin
                            round_flag <= exp_q[10];
                            rm_q <= rm_q >> 11;
                        end
                        default : begin
                            round_flag <= 1'b0;
                            rm_q <= 12'd0;
                        end
                    endcase
                    exp_q <= 0;
                end
                else    begin
                    exp_q <= exp_q;
                    rm_q <= rm_q;
                    round_flag <= round_flag;
                end
            end
            3'd5 : begin
                rm_q_cache = rm_q + round_flag;
                if(exp_q == 0)  begin
                    rm_q <= rm_q_cache;
                    if(rm_q_cache[10])    
                        exp_q <= 1;
                    else
                        exp_q <= exp_q;
                end
                else    begin
                    if(rm_q_cache[11])  begin    
                        exp_q <= exp_q + 1;
                        rm_q <= rm_q_cache >> 1;
                    end
                    else    begin
                        exp_q <= exp_q;
                        rm_q <= rm_q_cache;
                    end
                end
            end
            3'd6 : begin
                if((exp_q > 30) || overflow)
                    data_q <= {sign_q,15'h7bff};
                else if(rm_q == 12'd0)
                    data_q <= 16'h0000;
                else
                    data_q <= {sign_q,exp_q[4:0],rm_q[9:0]};
                output_update <= 1'b1;
                idle <= 1'b1;
            end
        endcase
      end
    end
endmodule
==> ./run.sh <==
#!/bin/bash
# OpenROAD 26Q1-2900-gdf79404cd8, Yosys 0.63+post, stock flow scripts
make -C /OpenROAD-flow-scripts/flow DESIGN_CONFIG=/design/flow/config.mk WORK_HOME=/design/flow/orfs finish
==> ./config.mk <==
export PLATFORM = sky130hd
export DESIGN_NAME = FP16_div
export DESIGN_NICKNAME = FP16_div
export VERILOG_FILES = /design/flow/design.v
export SDC_FILE = /design/flow/constraint.sdc
export NUM_CORES = 4
export LEC_CHECK = 1
export CORE_UTILIZATION = 30
export SYNTH_HDL_FRONTEND = slang
==> ./constraint.sdc <==
current_design FP16_div

set clk_period 10.4
set clk_io_pct 0.2

create_clock -name clk0 -period $clk_period [get_ports {clk}]

set non_clock_inputs [all_inputs -no_clocks]
set_input_delay [expr $clk_period * $clk_io_pct] -clock clk0 $non_clock_inputs
set_output_delay [expr $clk_period * $clk_io_pct] -clock clk0 [all_outputs]
==> impl_summary.log <==
[flow] summary of implementation run
[metrics] number of endpoints with negative hold slack in the final report: 0
[metrics] library cell with the largest summed area after synthesis: dfxtp_1
[metrics] number of enable-type register cells in the synthesized netlist: 20
[metrics] number of cells on the worst reg-to-reg path: 14
[metrics] remaining number of nets flagged by the antenna check after routing: 0
[metrics] Top cell area share: 16.6%
[metrics] leading cell types in the layout, fill and taps excluded: nand2_1 (160), nor2_1 (143), a21oi_1 (142), dfxtp_1 (105), o21ai_0 (84)
[metrics] proportion of synthesized chip area in sequential cells: 22.8%
[metrics] number of CTS-inserted buffers: 17
[metrics] final WL: 47,200 um
[metrics] path class of the lowest-slack min-delay path: reg -> reg
[metrics] Post-CTS Setup Repair Bufs: 0
[metrics] initial antenna violation count: 1
[metrics] count of pins over their slew limit: 0
[metrics] outcome: completed
[metrics] die span in x: a little over 200 um
[metrics] CP cell instances: nor3_1, nand2_1, nor3_1, nand2_1, inv_1, ha_1, a21o_1, a21oi_1, xnor2_1, nor2_1, a31oi_1, o2111ai_1, a211oi_1, a32oi_1
[metrics] overall via count from detail_route: 13,800
[metrics] top fanout value on the critical path: 21
[metrics] Post-Route Skew: 0.0135 ns
[metrics] standby leakage power: 5.22 nW
[metrics] number of antenna repair diodes: 0
[metrics] Syn Std Cell Area: approximately 13,000 sq um
[metrics] max frequency: between 0.2 and 0.25 GHz
[metrics] DRC marker count from the first detailed-route iteration: about 1,600
[metrics] routability-driven placement congestion ratio: 0.987
[metrics] share of final-layout standard cells stronger than drive strength 1: roughly 7.7%
[metrics] Power, Total: between 0.004 and 0.005 W
[metrics] number of warning messages in the yosys log: 0
[metrics] router iterations before antenna repair: 9
[metrics] global-route wire length before repair: 74,300 um
[metrics] total of max-cap violations: 0
[metrics] Chip Area: 43,000 sq um
[metrics] cell type group with the largest total delay on the critical path: simple AND/OR/NAND/NOR gates
[metrics] CP endpoint kind: flop
[metrics] count of instances resized after the clock tree is built: 0
[metrics] Port Buf Inserts: 52
[metrics] data arrival time of the critical path: 4.57 ns
[metrics] Hold Path Stages: 2
[metrics] Max Buffers Root-to-Sink: 2
[metrics] Dominant flop cell: dfxtp_1
[metrics] row cnt: roughly 74
[metrics] hold bufs inserted after CTS: 0
[metrics] Hold Crit Start: exp_d[2]$_SDFFE_PP0P_
[metrics] total global-route track usage: 22.0%
[metrics] average wire length per cell after detail routing: 21.3 um
[metrics] worst setup path class: reg -> reg
[metrics] start of the worst register-to-register path: rm_x[30]$_SDFFE_PP0P_
[metrics] critical path buffer and inverter count: 1
[metrics] Final Critical Period: 4.41 ns
[metrics] clock tree from TritonCTS: built
[metrics] maximum number of pins on one net before global-route repair: 60
[metrics] slowest stage delay, CP: 0.60 ns
[metrics] sum of overflow across all layers after global routing: 0
[metrics] via density per instance: approximately 6.2
[metrics] number of global-route vias before repair: 12,800
[metrics] number of library cell types mapped by synthesis: 86
[metrics] summed negative setup slack over all endpoints: 0 ns
[metrics] data required time at the worst endpoint: 10.56 ns
[metrics] relative slew slack: 41.9%
[metrics] initial standard-cell utilization of the core: 30.7%
[metrics] Critical-path top delay cell: dfxtp_1
[metrics] number of standard cells reported by yosys: between 1,500 and 2,000
[metrics] Tcrit/Tclk final: 42.4%
[metrics] CTS HTree Levels: 4
[metrics] # IOs: 53
[metrics] average footprint of a synthesized cell: roughly 7.4 sq um
[metrics] endpoint of the most critical register-to-register path: exp_q[6]$_DFFE_PP_
[metrics] power density over the cells: a little under 300 nW/um^2
[metrics] worst vdd rail ir drop: 149 uV
[metrics] chip area line of the yosys report: 12,600 sq um
[metrics] most common cell after layout, fill and taps aside: nand2_1
[metrics] async set or reset register ratio after synthesis: around 5.3%
[metrics] clock sink total: about 130
[metrics] DRC: 0
[metrics] R2R Setup Slk: 5.99 ns
[metrics] estimated wirelength of the detail-placed design: 33,400 um
[metrics] Hold Path Sink: exp_d[2]$_SDFFE_PP0P_
[metrics] OpenROAD warning count: 52
[metrics] setup repair after global routing missed its margin: false
[metrics] CP Launch Type: flop
[metrics] area of the core region: slightly above 40,000 sq um
[metrics] post-synthesis cell count: 1,711
[metrics] register clock-pin slew on the reported worst setup and hold paths: 0.07 ns
[metrics] Area Overhead vs Synth: 12.4%
[metrics] Die Ht: 207 um
[metrics] Final setup viols: 0
[metrics] latest clock arrival within the worst-skew pair: 0.43 ns
[metrics] number of flip-flops and latches in the synthesized netlist: about 130
[metrics] clock root buffer: clkbuf_16
[metrics] Tightest Pin Transition: 0.870 ns
[metrics] Top cells by area: dfxtp_1 (17%), ha_1 (7.2%), a21oi_1 (5.6%)
[logic make-up (layout without fill, tap and decap cells)]
family,count (synthesis),after routing,share of synthesized area [%]
fa+ha+maj,80,80,8.34
simple gates,589,589,22.8
flops,132,132,22.8
mux,19,19,1.62
xor+xnor,57,57,3.95
buf+inv,243,218,7.39
compound gates,591,591,33.2
[how the worst max path moves through the flow]
stage                    startpoint  slack [ns]                 end  cells after the start
CTS           rm_x[30]$_SDFFE_PP0P_        6.17  exp_q[6]$_DFFE_PP_                     14
global route  rm_x[30]$_SDFFE_PP0P_        5.64  exp_q[6]$_DFFE_PP_                     14
finish        rm_x[30]$_SDFFE_PP0P_        5.99  exp_q[6]$_DFFE_PP_                     14
[worst reg2reg max path, delay by kind of cell, from the launching register on]
kind	cells	cell delay (ns)
AND-OR/OR-AND	6	1.04
XOR/XNOR	1	0.17
adder cells (fa/ha/maj)	1	0.31
buffers and inverters	1	0.37
flip-flops	1	0.60
AND/OR/NAND/NOR	5	1.66
[final cells by class]
cell class | count | area, sq um
clock buffer | 21 | 480
multi-input combinational | 1336 | 8850
timing repair buffer | 103 | 898
inverter | 83 | 312
fill | 4238 | 27000
clock inverter | 11 | 124
tap | 532 | 666
sequential | 132 | 2880
[through the flow]
stage / util (%) / cell area [sq um] / instances / worst slack [ns] / hold slack, ns
after floorplan: - / 12600 / 1711 / 6.70 / 0.352
after global placement: 33.0 / 13600 / 2186 / 6.05 / 0.448
after detailed placement: 33.0 / 13600 / 2186 / 6.02 / 0.455
after CTS: 34.5 / 14200 / 2218 / 6.17 / 0.463
after global routing: 34.5 / 14200 / 2218 / 5.64 / 0.474
final: 34.5 / 14200 / 2218 / 5.99 / 0.462
[report_power, final]
group	internal (W)	switching (W)
clock	0.000379	0.000237
sequential	0.000653	0.000178
combinational	0.000990	0.00172
[cell usage after synthesis, types with 13 or more instances]
library cell and instances:
edfxtp_1 20, xor2_1 20, and3_1 25, inv_1 80, nor2b_1 18, ha_1 73
nand2_1 160, nor2_1 143, and2_1 16, nand2b_1 13, dfxtp_1 105, nor3_1 58
nor4_1 21, a21o_1 17, a211oi_1 22, a21oi_1 142, a22oi_1 67, or3_1 26
a222oi_1 34, o21ai_0 85, clkbuf_1 138, nand4_1 23, a221oi_1 49, nand3_1 49
a31oi_1 26, xnor2_1 37
[flip-flops by register name (all words and copies together), names as in the netlist]
signal and cells:
output_update 1, n 6, idle 1, exp_d 5, state 7, data_q 16
sign_d 1, exp_q 7, rm_d 22, overflow 1, exp_x 5, sign_q 1
rm_q 12, rm_x 45, sign_x 1, round_flag 1
[routing by layer]
metal / vias up / part of all wire [%] / routed length, um / global-route usage (%)
met5: - / 0.028 / 13 / 0
met4: 2 / 3.7 / 1730 / 7.39
met3: 117 / 8.5 / 4010 / 4.06
met2: 737 / 44 / 20800 / 33.0
met1: 6519 / 44 / 20700 / 32.2
li1: 6401 / - / - / -
No activity file was given, so power comes from the tool's default toggle rates.
